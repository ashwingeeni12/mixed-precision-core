===== flow/run.sh =====
#!/bin/bash
# OpenROAD 26Q1-2900-gdf79404cd8, Yosys 0.63+post, stock flow scripts
make -C /OpenROAD-flow-scripts/flow DESIGN_CONFIG=/design/flow/config.mk WORK_HOME=/design/flow/orfs finish

===== flow/config.mk =====
export PLATFORM = sky130hd
export DESIGN_NAME = systolic_array
export DESIGN_NICKNAME = systolic_array
export VERILOG_FILES = /design/flow/design.v
export SDC_FILE = /design/flow/constraint.sdc
export NUM_CORES = 4
export LEC_CHECK = 1
export CORE_AREA = 10 10 630 630
export DIE_AREA = 0 0 640 640
export SYNTH_HDL_FRONTEND = slang

===== flow/constraint.sdc =====
current_design systolic_array

set clk_period 15.5
set clk_io_pct 0.2

create_clock -name clk0 -period $clk_period [get_ports {clk}]

set non_clock_inputs [all_inputs -no_clocks]
set_input_delay [expr $clk_period * $clk_io_pct] -clock clk0 $non_clock_inputs
set_output_delay [expr $clk_period * $clk_io_pct] -clock clk0 [all_outputs]

===== flow/design.v =====
package mp_types;
  typedef enum logic [1:0] {
    PREC_INT8  = 2'b00,
    PREC_FP16  = 2'b01,
    PREC_FP32  = 2'b10
  } prec_e;
  function automatic prec_e default_prec();
    case (2)
      0: return PREC_INT8;
      1: return PREC_FP16;
      default: return PREC_FP32;
    endcase
  endfunction
  localparam int W_INT8 = 8;
  localparam int W_FP16 = 16;  
  localparam int W_FP32 = 32;  
  localparam int W_ACC_INT8 = 32;  
endpackage
module int8_mac (
  input  logic         clk,
  input  logic         rstn,
  input  logic         valid,
  input  logic  [7:0]  a,
  input  logic  [7:0]  b,
  input  logic  [31:0] acc_in,
  output logic  [31:0] acc_out
);
  logic signed [15:0] prod;
  assign prod = $signed(a) * $signed(b);
  always_ff @(posedge clk) begin
    if (!rstn) acc_out <= '0;
    else if (valid) acc_out <= acc_in + $signed(prod);
  end
endmodule
import mp_types::*;
module pe_cell #(
  parameter prec_e PREC = PREC_INT8
)(
  input  logic clk,
  input  logic rstn,
  input  logic valid,
  input  logic [31:0] acc_in,
  input  logic [31:0] a_in,
  input  logic [31:0] b_in,
  output logic [31:0] acc_out
);
  generate
    if (PREC == PREC_INT8) begin : g_int8
      int8_mac u_mac (
        .clk(clk), .rstn(rstn), .valid(valid),
        .a(a_in[7:0]), .b(b_in[7:0]),
        .acc_in(acc_in), .acc_out(acc_out)
      );
    end else if (PREC == PREC_FP16) begin : g_fp16
      logic [15:0] prod;
      logic        mready, aready;
      fp16_mul u_mul (.clk(clk), .rstn(rstn), .valid(valid), .a(a_in[15:0]), .b(b_in[15:0]), .y(prod), .ready(mready));
      logic [15:0] sum;
      fp16_add u_add (.clk(clk), .rstn(rstn), .valid(mready), .a(acc_in[15:0]), .b(prod), .y(sum), .ready(aready));
      always_ff @(posedge clk) begin
        if (!rstn) acc_out <= '0;
        else if (aready) acc_out <= {16'b0, sum};
      end
    end else begin : g_fp32
      logic [31:0] prod;
      logic        mready, aready;
      fp32_mul u_mul (.clk(clk), .rstn(rstn), .valid(valid), .a(a_in), .b(b_in), .y(prod), .ready(mready));
      fp32_add u_add (.clk(clk), .rstn(rstn), .valid(mready), .a(acc_in), .b(prod), .y(acc_out), .ready(aready));
    end
  endgenerate
endmodule
import mp_types::*;
module systolic_array #(
  parameter int N = 4,
  parameter prec_e PREC = PREC_INT8
)(
  input  logic clk,
  input  logic rstn,
  input  logic valid,
  input  logic [N*32-1:0] a_row,    
  input  logic [N*32-1:0] b_col,    
  input  logic [N*32-1:0] acc_in [N],
  output logic [N*32-1:0] acc_out[N]
);
  genvar i,j;
  for (i=0;i<N;i++) begin: row
    for (j=0;j<N;j++) begin: col
      pe_cell #(.PREC(PREC)) u_pe (
        .clk(clk), .rstn(rstn), .valid(valid),
        .acc_in(acc_in[i][(j+1)*32-1 -: 32]),
        .a_in(a_row[(j+1)*32-1 -: 32]),
        .b_in(b_col[(i+1)*32-1 -: 32]),
        .acc_out(acc_out[i][(j+1)*32-1 -: 32])
      );
    end
  end
endmodule

==> summary.txt <==
Initial antenna violation count - 163
GPL Wtd Cong - 0.9796
# rows - 227
Drt pass-1 iters - 5
Routed WL - 359400 um
Synth cell types - 93
Synthesis area per yosys - 73370 um^2
Clk pin slew, worst setup/hold paths - 70 ps
Via-per-instance ratio - 4.310
Worst slew pin tran - 965.6 ps
FF/Latch Area - 10250 um^2
Tmin final - 10210 ps
Detailed Place HPWL - 306800 um
Antenna-violating nets left - 0
Core Region - 382600 um^2
Post-CTS setup buffer count - 0
Final hold viol count - 0
Yosys warnings - 0
Yosys top cell area share - 24.45%
Final setup fails - 0
Register area share after synthesis - 13.97%
Max incr delay on CP - 770 ps
Tool warnings - 233
Die area - 409600 um^2
#FFs+latches synth - 512
Top Registers - row.col.u_pe.g_int8.u_mac.acc_out (512)
I/O pins - 1283
Min-Delay Path Class - register to register
Setup Skew - 0 ps
Post-Syn Area - 73370 um^2
Commonest cells post-synth - inv_1 (1395), fa_1 (896), ha_1 (736)
RSZ-0062 raised after global routing - no
Pin count of the biggest net entering global routing - 95
Via count - 63.74k
Biggest area cells - fa_1 (24%), dfxtp_1 (14%), ha_1 (13%)
Worst skew pair latency - 740 ps
Worst R2R Start - row[1].col[2].u_pe.g_int8.u_mac.acc_out[27]$_SDFFE_PN0P_
WS Path Type - input pin to register
VDD IR max - 253.4 uV
H-tree Lvls - 3
Worst Path Arrival - 10800 ps
Max reg flops - 512
Core Util at FP - 19.18%
Max Cap Viol - 0
Slowest CP cell - xor2_1
Area used by multi-input combinational logic - 56560 um^2
Area Growth Syn to Fin - 26.36%
CTS tree - yes
First-pass GRT wire length - 493600 um
Largest reg by FF count - row.col.u_pe.g_int8.u_mac.acc_out
EDFF count, synth - 0
Crit. End Element - register
Design area - 92720 um^2
Top-count cell post-synth - inv_1
Min-Delay Startpoint - row[3].col[2].u_pe.g_int8.u_mac.acc_out[26]$_SDFFE_PN0P_
Critical Path Source - b_col[7]
CP Launch Type - input pin
Pwr dens - 263.6 nW/um^2
Port Buffers - 1090
Critical-path cell list - clkdlybuf4s50_1, buf_4, inv_1, nor2_1, fa_1, fa_1, fa_1, inv_1, fa_1, inv_1, ha_1, a21oi_1, o21ai_0, and4_1, a2111oi_0, xnor2_1, ha_1, nand4_1, nor2_1, nand3_1, a31oi_1, o21ai_0, xor2_1, o21ai_0
Grt ovf - 0
LEAKAGE - 41.65 nW
Layout fillers - 41.38k
Tot GR Track Use - 17.49%
Crit Path Max Fanout - 13
DR iter-0 viols - 3937
Number of global-route vias before repair - 62.05k
Post-Route Setup TNS - 0 ps
Synthesized instance count - 8686
Final Max Slew Viols - 0
Run status - finished clean
Post-cts gate resize count - 0
CTS Sinks - 512
Top cell type by total area after synthesis - fa_1
CTS Root Cell - clkbuf_16
Placement Cell Area - 90130 um^2
Avg Cell Area, Syn - 8.447 um^2
CTS max path bufs - 3
Fraction of registers with async set/reset - 0%
Cts hold-fix bufs - 0
Die X - 640 um
CTS Buf Count - 71
CP delay by family, top - adder cells
Fmax - 0.09796 GHz
Post-route DRC violation count - 0
CP bufs+invs - 5
WL/cell - 24.30 um
Crit share post-route - 65.86%
Crit path DRT - 16090 ps
Main flop type - dfxtp_1
# Cells Yosys - 8686
Die Y - 640 um
Layout cells sized above 1 - 3.471%
Rel. slew slack - 35.16%
Top cell by count, worst path - fa_1
-- final timing paths --
| check | slack (ps) | endpoint | cells after the start |
|---|---|---|---|
| worst max-delay path | 5290 | row[0].col[2].u_pe.g_int8.u_mac.acc_out[19]$_SDFFE_PN0P_ | 24 |
| worst min-delay path | 450 | row[3].col[2].u_pe.g_int8.u_mac.acc_out[26]$_SDFFE_PN0P_ | 2 |
| worst max register to register | 14580 | row[1].col[2].u_pe.g_int8.u_mac.acc_out[27]$_SDFFE_PN0P_ | 2 |
| worst min register to register | 450 | row[3].col[2].u_pe.g_int8.u_mac.acc_out[26]$_SDFFE_PN0P_ | 2 |
-- layer usage --
layer | share of wire, % | track usage, %
met3 | 7.9 | 4.937
met2 | 47 | 28.21
met1 | 40 | 22.18
met4 | 5.2 | 7.281
met5 | 0.068 | 0
-- area by class of cell --
type / count / area share, %
multi-input cells: 6420 / 61.01
repair buffers: 1224 / 12.69
flip-flops and latches: 512 / 11.06
well taps: 5038 / 6.799
inverters: 1395 / 5.656
clock buffers: 86 / 2.077
clock inverters: 42 / 0.5223
diodes: 70 / 0.1889
-- per-stage QoR --
step                instances  hold slack, ps  power, mW  setup slack [ps]  util, %
CTS                     14720           454.6      24.44              5388    24.19
floorplan                8686           396.0      14.73              6628        -
global route            14770           471.2      26.52              4689    24.22
finish                  14790           449.6      24.44              5292    24.23
global placement        14590           433.8      22.53              4644    23.56
detailed placement      14590           442.1      22.49              4620    23.56
-- cell families (layout without fill, tap and decap cells) --
group           after synthesis  count (layout)  share of synthesized area [%]
simple gates               2419            2419                          16.60
other cells                   0              70                              0
mux                         155             155                          2.118
buf+inv                    1754            2747                          8.975
fa+ha+maj                  1632            1632                          37.00
compound gates             1536            1536                          13.25
xor+xnor                    678             678                          8.093
flops                       512             512                          13.97
-- tightest hold or removal path, cell delays in order (launching register included) --
cell	delay, ps
dfxtp_1	320
nand2_1	40
o21ai_0	50
-- report_power, final --
part / switching [mW] / internal, mW / total (mW)
clock: 0.798 / 0.985 / 1.78
combinational: 13.0 / 7.82 / 20.8
sequential: 0.179 / 1.65 / 1.83
-- cells in the final DEF (no fill, tap or decap), drive strengths merged, types with 20 or more instances in the layout --
cell type / count
clkinv: 22
clkbuf: 86
xor2: 233
nand2: 673
mux2i: 153
nor3: 63
fa: 896
o21a: 43
dfxtp: 512
a31oi: 36
nand3: 131
clkdlybuf4s50: 1055
diode: 70
nand4: 65
a21oi: 420
o211ai: 38
nand2b: 56
ha: 736
and4: 22
and2: 685
and3: 70
a211oi: 90
buf: 169
nor2b: 48
o21ai: 428
nand3b: 20
nor2: 486
a21o: 208
o21bai: 78
inv: 1400
xnor2: 445
Power is estimated from default activity; no workload was simulated.
